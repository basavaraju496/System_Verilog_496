===== design/flow/config.mk =====
export PLATFORM = sky130hd
export DESIGN_NAME = updown
export DESIGN_NICKNAME = updown
export VERILOG_FILES = /design/flow/design.v
export SDC_FILE = /design/flow/constraint.sdc
export NUM_CORES = 4
export LEC_CHECK = 1
export CORE_UTILIZATION = 40

===== design/flow/constraint.sdc =====
current_design updown

set clk_period 6.6
set clk_io_pct 0.2

create_clock -name clk0 -period $clk_period [get_ports {clk}]

set non_clock_inputs [all_inputs -no_clocks]
set_input_delay [expr $clk_period * $clk_io_pct] -clock clk0 $non_clock_inputs
set_output_delay [expr $clk_period * $clk_io_pct] -clock clk0 [all_outputs]

===== design/flow/run.sh =====
#!/bin/bash
# OpenROAD 26Q1-2900-gdf79404cd8, Yosys 0.63+post, stock flow scripts
make -C /OpenROAD-flow-scripts/flow DESIGN_CONFIG=/design/flow/config.mk WORK_HOME=/design/flow/orfs finish

===== design/flow/design.v =====
module updown ( din, ncs, nrd, nwr, a0, a1, clk, start, reset, cout, err, dir, ec ) ;
inout wire [7:0]din ;
input wire ncs ;
input wire nrd ;
input wire nwr ;
input wire a0 ;
input wire a1 ;
input wire clk ;
input wire start ;
input wire reset ;
output reg [7:0]cout ;
output reg dir ;
output reg err ;
output reg ec ;
reg [7:0]PLR ;
reg [7:0]ULR ;
reg [7:0]LLR ;
reg [7:0]CCR ;
reg [7:0]dataout ;
reg [7:0]cycle_count ;
reg posedge_start ;
reg stop_downcount ;
reg stop_upcount;
reg start_upcount ;
reg stop_load_plr ;
assign din = (!nrd && !ncs && nwr ) ? dataout : 8'hz ;   
always @(*)
   begin
     if (nrd == 1'b0 && nwr == 1'b0 && ncs == 1'b0) 
         dataout <= 8'h0 ;
     else if ( a0 == 1'b0 && a1 == 1'b0 && nrd == 1'b0 && ncs == 1'b0 && nwr)
          dataout <= PLR ;
     else if ( a0 == 1'b1 && a1 == 1'b0 && nrd == 1'b0 && ncs == 1'b0 && nwr)
          dataout <= ULR  ;
     else if ( a0 == 1'b0 && a1 == 1'b1 && nrd == 1'b0 && ncs == 1'b0 && nwr)
          dataout <= LLR;
     else if ( a0 == 1'b1 && a1 == 1'b1 && nrd == 1'b0 && ncs == 1'b0 && nwr)
          dataout <= CCR ;
     else
         dataout <= 8'h0 ;
   end
always @ (posedge clk)        
   begin
     if (reset)
         posedge_start <= 1'b0 ;
     else
       begin
         if ( nwr == 1'b0 && nrd == 1'b0 )
             posedge_start <= 1'b0 ;
         else if ( start == 1'b1 )
             posedge_start <= 1'b1 ;  
         else if ( cycle_count == 8'b0 )
             posedge_start <= 1'b0 ;
         else if ( PLR < LLR || PLR > ULR )
             posedge_start <= 1'b0 ;
         else
             posedge_start <= posedge_start ;
       end
   end
always @ (posedge clk)    
   begin
      if (reset) 
          PLR <= 8'h0 ;
      else if ( !nwr && !ncs && !a0 && !a1 && !posedge_start && nrd)
          PLR <= din ;
      else 
          PLR <= PLR ;
   end
always @ (posedge clk)  
   begin
      if (reset) 
          ULR <= 8'hff ;
      else if ( !nwr && !ncs && a0 && !a1 && !posedge_start && nrd)
          ULR <= din ;
      else 
          ULR <= ULR ;
   end
always @ (posedge clk)   
   begin
      if (reset) 
          LLR <= 8'h0 ;
      else if ( !nwr && !ncs && !a0 && a1 && !posedge_start && nrd)
          LLR <= din ;
      else 
          LLR <= LLR ;
   end
always @ (posedge clk)  
   begin
      if (reset) 
          CCR <= 8'h0 ;
      else if ( !nwr && !ncs  && a0 && a1 && !posedge_start && nrd)
          CCR <= din ;
      else 
          CCR <= CCR ;
   end
always @ (posedge clk)  
   begin
      if (reset)
          err <= 1'b0 ;
      else if ( start && (PLR < LLR || PLR > ULR) )
          err <= 1'b1 ;
      else if (start && PLR >= LLR && PLR <= ULR)
          err <= 1'b0 ;
      else 
          err <= err ;
   end
always @ (posedge clk)  
   begin
      if (reset)
           ec <= 1'b0 ;
      else if(!ncs&&!nwr&&!nrd&&start)
   	   ec<= ec;
      else if ( posedge_start && (PLR < LLR || PLR > ULR))
          ec <= 1'd0 ;
      else if ( cycle_count == 8'd0 && !start && posedge_start && ( nwr | nrd))
           ec <= 1'b1 ;
      else if ( start && !posedge_start )
           ec <= 1'b0 ;
      else 
           ec <= ec ;
   end
always @ (posedge clk)  
   begin
      if (reset)
          cout <= 8'h0 ;
      else if ( start && (PLR < LLR || PLR > ULR))
          cout <= 8'd0 ;
      else if (start && stop_load_plr == 1'b0 && ( nwr | nrd ))
          cout <= PLR ;
      else if ( (PLR == ULR) && (PLR == LLR) && cycle_count != 8'h0 && posedge_start)
            cout <= cout ;
      else if ( posedge_start && (PLR > LLR) && (PLR < ULR) && (cout < ULR) && cycle_count != 8'h0 && stop_upcount == 1'b0 && start_upcount == 1'b0 && (PLR >= (LLR + 8'h02)) && (PLR <= (ULR - 8'h02)) )
          cout <= cout + 8'h01 ;
      else if ( posedge_start  && (PLR > LLR) && (PLR < ULR) && ( cout > LLR ) && stop_downcount == 1'b0 && cycle_count != 8'h0  && (PLR >= (LLR + 8'h02)) && (PLR <= (ULR - 8'h02)))
          cout <= cout - 8'h01 ;
      else if ( posedge_start &&  (PLR > LLR) && (PLR < ULR) && (cout < PLR) && cycle_count != 8'h0  && (PLR >= (LLR + 8'h02)) && (PLR <= (ULR - 8'h02)))
          cout <= cout + 8'h01 ;
      else if ( posedge_start && (PLR > LLR) && (PLR < ULR) && (cout < ULR) && cycle_count != 8'h0 && stop_upcount == 1'b0 && (PLR == (LLR + 8'h01)) && (PLR == (ULR - 8'h01)) )
          cout <= cout + 8'h01 ;
      else if ( posedge_start && (PLR > LLR) && (PLR < ULR) && ( cout > LLR ) && stop_downcount == 1'b0 && cycle_count != 8'h0  && (PLR == (LLR + 8'h01)) && (PLR == (ULR - 8'h01)))
          cout <= cout - 8'h01 ;
      else if ( posedge_start && (PLR > LLR) && (PLR < ULR) && (cout < PLR) && cycle_count != 8'h0  && (PLR == (LLR + 8'h01)) && (PLR == (ULR - 8'h01)))
          cout <= cout + 8'h01 ;
      else if ( posedge_start && (PLR == LLR) && (PLR < ULR) && (cout < ULR) && cycle_count != 8'h0 && !(stop_upcount) && ( ULR >= PLR + 8'h02)) 
          cout <= cout + 8'h01 ;
      else if ( posedge_start  && (PLR == LLR) && (PLR < ULR) && (cout < ULR) && cycle_count != 8'h0 && ( PLR == ULR - 8'h01)) 
          cout <= cout + 8'h01 ;
      else if ( posedge_start  && (PLR == LLR) && (PLR < ULR) && (cout > LLR) && cycle_count != 8'h0 )
          cout <= cout - 8'h01 ;
      else if ( posedge_start && (PLR == ULR) && (PLR > LLR) && (cout > LLR) && cycle_count != 8'h0 && !(stop_downcount) && ( LLR <= PLR - 8'h02) ) 
          cout <= cout - 8'h01 ;
      else if ( posedge_start && (PLR == ULR) && (PLR > LLR) && (cout > LLR) && cycle_count != 8'h0 && ( LLR == PLR - 8'h01) ) 
          cout <= cout - 8'h01 ;
      else if ( posedge_start && (PLR == ULR) && (PLR > LLR) && (cout < ULR) && cycle_count != 8'h0 )
          cout <= cout + 8'h01 ;
      else 
          cout <= cout ;
   end
always @ (posedge clk)  
   begin
     if ( reset )
         stop_load_plr <= 1'b0 ;
     else if ( start )
         stop_load_plr <= 1'b1 ;
     else if ( ec == 1'b1 || (nwr == 1'b0 && posedge_start != 1'b1) || err == 1'b1)
         stop_load_plr <= 1'b0 ;
    else 
        stop_load_plr <= stop_load_plr ;
   end
always @ (posedge clk)   
   begin
      if (reset)
           cycle_count <= 8'h0 ;
      else if (start && stop_load_plr == 1'b0)
           cycle_count <= CCR ;
      else if ( (PLR == ULR) && (PLR == LLR) && cycle_count != 8'h0 && posedge_start)
           cycle_count <= cycle_count - 8'h01;
      else if ( PLR >= (LLR + 8'h02) && PLR <= (ULR - 8'h02) )
        begin
          if ((cout == (PLR - 8'h01)) && cycle_count != 8'h0 && stop_downcount == 1'b1)
              cycle_count <= cycle_count - 8'h01;
        end
      else if ( (PLR == ( LLR + 8'h01 )) && ( PLR == ( ULR - 8'h01)) )
        begin
          if ( cout == LLR && cycle_count != 8'h0 && stop_upcount == 1'b1 )
              cycle_count <= cycle_count - 8'h01 ;
        end
      else if ( (PLR == LLR) && (PLR <= ULR - 8'h02 ) && cycle_count != 8'h0 && stop_upcount == 1'b1 && cout== (PLR + 8'h01) ) 
           cycle_count <= cycle_count - 8'h01 ;
      else if ( (PLR == LLR) && (PLR == ULR - 8'h01 ) && cycle_count != 8'h0 && cout == ULR ) 
           cycle_count <= cycle_count - 8'h01 ;
      else if ( (PLR == ULR) && (PLR >= LLR + 8'h02 ) && cycle_count != 8'h0 && stop_downcount == 1'b1 && cout== (PLR - 8'h01) ) 
           cycle_count <= cycle_count - 8'h01 ;
      else if ( (PLR == ULR) && (PLR == LLR + 8'h01 ) && cycle_count != 8'h0 && cout == LLR ) 
           cycle_count <= cycle_count - 8'h01 ;
      else 
           cycle_count <= cycle_count ;
   end
always @ (posedge clk)   
   begin
      if (reset || CCR == 8'd0)
           dir <= 1'b0 ;
      else if ( (PLR == ULR) && (PLR == LLR) && cycle_count != 8'h0 && posedge_start)
           dir <= dir ;
      else if ( ((PLR == LLR) && (ULR == PLR + 8'h01)) && cout < ULR && posedge_start && cycle_count != 8'h0)
           dir <= 1'b1 ;
      else if ( ((PLR == LLR) && (ULR == PLR + 8'h01)) && cout > LLR && posedge_start)
           dir <= 1'b0 ;
      else if ( cout > LLR && (PLR == ULR) && (LLR == PLR - 8'h01) && posedge_start && cycle_count != 8'h0)
           dir <= 1'b0 ;
      else if ( cout < ULR && (PLR == ULR) && (LLR == PLR - 8'h01) && posedge_start)
           dir <= 1'b1 ;
      else if (start && !posedge_start && (PLR != ULR) && (PLR >= LLR) && (PLR <= ULR))
           dir <= 1'b1 ;
      else if ( posedge_start && (PLR >= LLR) && (PLR <= ULR) && (cout < ULR) && !stop_upcount && !start_upcount && cycle_count != 8'h0 )
           dir <= 1'b1 ;
      else if ( posedge_start && (PLR >= LLR) && (PLR <= ULR) && ( cout > LLR ) && !stop_downcount && cycle_count != 8'h0)
           dir <= 1'b0 ;
      else if ( posedge_start && (PLR >= LLR) && (PLR <= ULR) && (cout < PLR) && cycle_count != 8'h0)
           dir <= 1'b1 ;
      else 
           dir <= dir ;
   end
always @ (posedge clk)   
   begin
     if (reset)
         start_upcount <= 1'b0 ;
     else if ( PLR >= (LLR + 8'h02) && PLR <= (ULR - 8'h02) )
       begin
         if ((cout == LLR) && posedge_start )
             start_upcount <= 1'b1 ;
         else if ((cout == (PLR - 8'h01)) && posedge_start)
             start_upcount <= 1'b0 ;
         else 
             start_upcount <= start_upcount ;
       end
    else if ( (PLR == ( LLR + 8'h01 )) && ( PLR == ( ULR - 8'h01)) )
      begin
        if ((cout == PLR) && posedge_start )
            start_upcount <= 1'b0 ;
        else if ((cout == LLR) && posedge_start)
            start_upcount <= 1'b1 ;
         else 
             start_upcount <= start_upcount ;
     end
     else 
         start_upcount <= start_upcount ;
   end
always @ (posedge clk)   
   begin
     if (reset)
         stop_upcount <= 1'b0 ;
     else if ( PLR == LLR && PLR < ULR && cout == PLR + 8'h01 && PLR == ULR - 8'h02 )
         stop_upcount <= 1'b0 ;
     else if ((cout == ULR) && posedge_start )
         stop_upcount <= 1'b1 ;
     else if (cout == LLR && posedge_start)
         stop_upcount <= 1'b0 ;
     else if (ec ) 
         stop_upcount <= 1'b0 ;
     else 
         stop_upcount <= stop_upcount ;
   end
always @ (posedge clk)   
   begin
     if (reset)
         stop_downcount <= 1'b0 ;
     else if ( (PLR == LLR) && ( PLR < ULR) )
       begin
           stop_downcount <= 1'b0 ;
       end
     else if ( PLR == ULR && LLR < PLR && posedge_start && cout == PLR - 8'h01 && stop_upcount == 1'b0)
         stop_downcount <= 1'b0 ;
     else if ((cout == LLR) && posedge_start )
         stop_downcount <= 1'b1 ;
     else if (posedge_start && cout == PLR)
         stop_downcount <= 1'b0 ;
     else if (ec ) 
         stop_downcount <= 1'b0 ;
     else 
         stop_downcount <= stop_downcount ;
   end
always@(posedge clk)
		begin
		end
endmodule

==> run summary <==
status: complete, no violations
Largest delay share family, worst path: AND-OR/OR-AND gates
RD Place Congestion: 0.956
IO Port Bufs: 18
biggest area cells: sky130_fd_sc_hd__dfxtp_1, sky130_fd_sc_hd__ha_1, sky130_fd_sc_hd__xnor2_1
fraction of power consumed by combinational cells: 20.3%
average instance area after synthesis: 8.10 um^2
count leader, synth: sky130_fd_sc_hd__ha_1
clock tree from TritonCTS: built
Syn Inst Count: 755
DRT iter0 DRCs: 468
flop and latch count out of synthesis: 56
power density cells: 124 nW/um^2
WS Path Type: reg2reg
final design instance area without fill: 6600 um^2
Post-synth EDFFs: 0
global-route congestion overflow total: 0
cells in synth_stat.txt: 755
Most used DFF post-synth: sky130_fd_sc_hd__dfxtp_1
worst vdd ir: 0.113 mV
tool warning count: 35
post-CTS sizing: 0
Horiz. Die Dim: 126 um
GRT Resource Usage Total: 25.0%
list of cells traversed by the critical path: inv_1 > ha_1 > nor3b_1 > xnor2_1 > ha_1 > nand3_1 > nor3_1 > a211o_1 > nand2_1 > a211o_1 > a21boi_2 > o21a_1 > o2111ai_1 > a2111o_1 > a31oi_1
antenna violations before repair: 0
remaining number of nets flagged by the antenna check after routing: 0
TNS Setup: 0 ns
M1 WL: 8360 um
largest area contributor in the synthesized netlist: sky130_fd_sc_hd__dfxtp_1
part of the power in the clock network: 34.8%
total length of routed met2 wires: 8210 um
fraction of final layout cells sized beyond drive strength 1: 6.75%
setup skew after layout: 0.00620 ns
Ant. Diodes: 0
Post-Syn Area: 6110 um^2
worst-case setup slack after placement: 2.15 ns
Worst Max-Slew Pin Slew: 0.956 ns
sequential cell fraction of total power: 44.9%
met3 wirelength from detailed routing: 1430 um
number of top-level pins: 27
Max stage delay cell, worst path: sky130_fd_sc_hd__dfxtp_1
fillcell total: 1418
net switching power figure: 0.000253 W
standard-cell rows: 44
Post-CTS Setup Bufs: 0
CTS clock-pin slew for the worst setup and hold paths: 0.08 ns
library cell used as clock root buffer: sky130_fd_sc_hd__clkbuf_16
final worst-path setup slack: 2.08 ns
combinational gate area: 4710 um^2
fraction of registers with async set/reset: 0%
final-layout worst hold slack: 0.513 ns
internal portion of total power: 0.000563 W
first-pass iteration count of the detailed router: 24
HPWL Detailed: 13900 um
number of CTS-inserted buffers: 5
Critical Path End Type: register
critical path launch point type: register
number of distinct library cells after synthesis: 74
mean number of vias per cell: 6.19
time the worst path needs with I/O delays and setup: 4.52 ns
CTS H-tree lvls: 2
core area: 14700 um^2
area taken by flip-flops and latches: 1120 um^2
global-route wire length before repair: 30000 um
switching part of the total: 31.0%
area growth from synthesis to final layout: 7.94%
number of buffers added to fix hold violations after cts: 0
tally of max-capacitance violations: 0
area of the synthesized netlist per yosys stat: 6110 um^2
Sinks on Clock Net: 56
Routed Wire Length: 18800 um
Top-area cell share: 18.3%
most numerous cell types in the synthesized netlist: sky130_fd_sc_hd__ha_1, sky130_fd_sc_hd__dfxtp_1, sky130_fd_sc_hd__nor2_1
largest net degree at the start of global routing: 29
number of synthesis warnings: 2
worst path buffer plus inverter count: 1
slowest stage delay, CP: 0.58 ns
# setup viols final: 0
Clk Latency, worst-skew pair: 0.31 ns
die footprint: 15800 um^2
Core Util at FP: 41.6%
vias after detailed routing: 5817
unrepaired setup endpoints after global routing: no
Max clock buf depth: 2
post-route fraction of the period consumed by the critical path: 68.5%
Post-Place Cell Area: 6450 um^2
Hold Violations, Final: 0
max-slew violation count: 0
vertical die dimension: 126 um
uppermost layer routed: met4
Max FO, Critical Path: 9
# DRC: 0
upper clock frequency limit: 0.221 GHz
required time at the endpoint of the critical path: 6.84 ns
Tightest Hold Check Type: reg2reg
share of synthesized area occupied by flip-flops and latches: 18.3%
Max-slew headroom: 36.0%
vias in the first global route: 5472
Leakage Power: 2.71 nW
Avg WL per Cell: 20.0 um
Arr. time, crit path: 4.76 ns
-- worst register-to-register path, cell delays in order (launching register included) --
cell and delay (ns):
sky130_fd_sc_hd__dfxtp_1 0.58, sky130_fd_sc_hd__inv_1 0.25, sky130_fd_sc_hd__ha_1 0.31, sky130_fd_sc_hd__nor3b_1 0.19, sky130_fd_sc_hd__xnor2_1 0.17, sky130_fd_sc_hd__ha_1 0.32
sky130_fd_sc_hd__nand3_1 0.10, sky130_fd_sc_hd__nor3_1 0.42, sky130_fd_sc_hd__a211o_1 0.30, sky130_fd_sc_hd__nand2_1 0.17, sky130_fd_sc_hd__a211o_1 0.30, sky130_fd_sc_hd__a21boi_2 0.23
sky130_fd_sc_hd__o21a_1 0.34, sky130_fd_sc_hd__o2111ai_1 0.20, sky130_fd_sc_hd__a2111o_1 0.46, sky130_fd_sc_hd__a31oi_1 0.13
-- through the flow --
stage                     instances  total power, W  utilization, %
after CTS                       940        0.000817            44.9
after global routing            940        0.000853            44.9
after detailed placement        932        0.000536            43.9
after floorplan                 755        0.000487               -
final                           940        0.000816            44.9
after global placement          932        0.000534            43.9
-- flip-flops by register name (all words and copies together) (netlist names) --
name,cells
err,1
PLR,8
ULR,8
stop_load_plr,1
posedge_start,1
CCR,8
cycle_count,8
dir,1
stop_downcount,1
cout,8
start_upcount,1
ec,1
stop_upcount,1
LLR,8
-- layout by cell type, fill, tap and decap left out, types with 11 or more instances in the layout --
master and count:
sky130_fd_sc_hd__inv_1 32, sky130_fd_sc_hd__a31oi_1 13, sky130_fd_sc_hd__ha_1 82, sky130_fd_sc_hd__clkdlybuf4s50_1 18
sky130_fd_sc_hd__nand4_1 22, sky130_fd_sc_hd__buf_4 11, sky130_fd_sc_hd__o21ai_0 23, sky130_fd_sc_hd__and2_1 28
sky130_fd_sc_hd__a21oi_1 42, sky130_fd_sc_hd__xor2_1 20, sky130_fd_sc_hd__nand2_1 39, sky130_fd_sc_hd__nor2_1 54
sky130_fd_sc_hd__a21o_1 20, sky130_fd_sc_hd__xnor2_1 46, sky130_fd_sc_hd__nor3_1 35, sky130_fd_sc_hd__dfxtp_1 56
sky130_fd_sc_hd__and3_1 20, sky130_fd_sc_hd__nand3_1 36
-- area by class of cell --
type	instances	area share, %
multi-input combinational	630	71.4
sequential	56	17.0
timing repair buffer	29	3.98
tap	184	3.49
clock buffer	6	1.95
inverter	33	1.88
clock inverter	2	0.265
-- layer usage --
metal	up-vias	GRT usage, %
met5	-	0
met4	0	9.54
met3	47	4.76
met2	253	38.2
met1	2707	35.4
li1	2810	-
-- power by group through the flow --
| stage | Sequential (W) | Combinational (W) | Clock, W |
|---|---|---|---|
| 4_1_cts | 0.000367 | 0.000163 | 0.000288 |
| 5_1_grt | 0.000369 | 0.000183 | 0.000301 |
| 6_report | 0.000367 | 0.000165 | 0.000284 |
-- kinds of logic after synthesis --
group / count (synthesis) / share of synthesized area [%]
and+or+nand+nor: 293 / 26.5
adders and majority gates: 82 / 16.8
buffers and inverters: 69 / 4.54
DFF: 56 / 18.3
muxes: 8 / 2.95
AOI/OAI and AO/OA: 180 / 21.2
xor gates and xnor gates: 67 / 9.72
-- final timing paths --
path               start      end  slack [ns]  cells past startpoint
hold / removal       err      err        0.51                      2
setup reg to reg  ULR[2]  cout[3]        2.08                     15
setup / recovery  ULR[2]  cout[3]        2.08                     15
hold reg to reg      err      err        0.51                      2
Power and IR drop assume default switching activity.
